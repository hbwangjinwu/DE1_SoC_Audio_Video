===== design/flow/config.mk =====
export PLATFORM = sky130hd
export DESIGN_NAME = i2s_shift_in
export DESIGN_NICKNAME = i2s_shift_in
export VERILOG_FILES = /design/flow/design.v
export SDC_FILE = /design/flow/constraint.sdc
export NUM_CORES = 4
export LEC_CHECK = 1
export CORE_UTILIZATION = 30

===== design/flow/constraint.sdc =====
current_design i2s_shift_in

set clk_period 3.6
set clk_io_pct 0.2

create_clock -name clk0 -period $clk_period [get_ports {clk}]

set non_clock_inputs [all_inputs -no_clocks]
set_input_delay [expr $clk_period * $clk_io_pct] -clock clk0 $non_clock_inputs
set_output_delay [expr $clk_period * $clk_io_pct] -clock clk0 [all_outputs]

===== design/flow/design.v =====
module i2s_shift_in (
	input				clk,				 
	input				reset_n,			 
	output reg	[31:0]	fifo_right_data,	 
	output reg	[31:0]	fifo_left_data,		 
	input				fifo_ready,			 
	output reg			fifo_write,			 
	input				enable,				 
	input				bclk,				 
	input				lrclk,				 
	input				data_in				 
);
	reg bclk_delayed;
	always @(posedge clk or negedge reset_n)
	begin
		if (~reset_n)
		begin
			bclk_delayed <= 0;
		end
		else
		begin
			bclk_delayed <= bclk;
		end
	end
	wire bclk_rising_edge = bclk & ~bclk_delayed;
	wire bclk_falling_edge = ~bclk & bclk_delayed;
	reg lrclk_delayed;
	always @(posedge clk or negedge reset_n)
	begin
		if (~reset_n)
		begin
			lrclk_delayed <= 0;
		end
		else
		begin
			lrclk_delayed <= lrclk;
		end
	end
	wire lrclk_rising_edge = lrclk & ~lrclk_delayed;
	wire lrclk_falling_edge = ~lrclk & lrclk_delayed;
	reg [1:0] first_bclk_falling_after_lrclk_rising_r;
	always @(posedge clk or negedge reset_n)
	begin
		if (~reset_n)
		begin
			first_bclk_falling_after_lrclk_rising_r <= 0;
		end
		else
		begin
			if (lrclk_rising_edge)
				first_bclk_falling_after_lrclk_rising_r <= 2'b01;
			else if (first_bclk_falling_after_lrclk_rising_r == 2'b01 && bclk_rising_edge)
				first_bclk_falling_after_lrclk_rising_r <= 2'b10;
			else if (first_bclk_falling_after_lrclk_rising_r == 2'b10 && bclk_falling_edge)
				first_bclk_falling_after_lrclk_rising_r <= 2'b11;
			else if (first_bclk_falling_after_lrclk_rising_r == 2'b11)
				first_bclk_falling_after_lrclk_rising_r <= 2'b00;
		end
	end
	wire first_bclk_falling_after_lrclk_rising = first_bclk_falling_after_lrclk_rising_r == 2'b11;
	reg [1:0] first_bclk_falling_after_lrclk_falling_r;
	always @(posedge clk or negedge reset_n)
	begin
		if (~reset_n)
		begin
			first_bclk_falling_after_lrclk_falling_r <= 0;
		end
		else
		begin
			if (lrclk_falling_edge)
				first_bclk_falling_after_lrclk_falling_r <= 2'b01;
			else if (first_bclk_falling_after_lrclk_falling_r == 2'b01 && bclk_rising_edge)
				first_bclk_falling_after_lrclk_falling_r <= 2'b10;
			else if (first_bclk_falling_after_lrclk_falling_r == 2'b10 && bclk_falling_edge)
				first_bclk_falling_after_lrclk_falling_r <= 2'b11;
			else if (first_bclk_falling_after_lrclk_falling_r == 2'b11)
				first_bclk_falling_after_lrclk_falling_r <= 2'b00;
		end
	end
	wire first_bclk_falling_after_lrclk_falling = first_bclk_falling_after_lrclk_falling_r == 2'b11;
	reg [31:0] shift_register;
	always @(posedge clk or negedge reset_n)
	begin
		if (~reset_n)
		begin
			shift_register <= 0;
		end
		else
		begin
			if (~enable)
				shift_register <= 0;
			else if (bclk_rising_edge)
				shift_register <= {shift_register[30:0], data_in};
		end
	end
	always @(posedge clk or negedge reset_n)
	begin
		if (~reset_n)
		begin
			fifo_right_data <= 0;
			fifo_left_data <= 0;
		end
		else
		begin
			if (~enable)
			begin
				fifo_right_data <= 0;
				fifo_left_data <= 0;
			end
			else if (first_bclk_falling_after_lrclk_rising)
				fifo_left_data <= shift_register;
			else if (first_bclk_falling_after_lrclk_falling)
				fifo_right_data <= shift_register;
		end				
	end
	always @(posedge clk or negedge reset_n)
	begin
		if (~reset_n)
		begin
			fifo_write <= 0;
		end
		else
		begin
			if (~enable | ~fifo_ready)
				fifo_write <= 0;
			else
				fifo_write <= first_bclk_falling_after_lrclk_falling;
		end
	end
endmodule

===== design/flow/run.sh =====
#!/bin/bash
# OpenROAD 26Q1-2900-gdf79404cd8, Yosys 0.63+post, stock flow scripts
make -C /OpenROAD-flow-scripts/flow DESIGN_CONFIG=/design/flow/config.mk WORK_HOME=/design/flow/orfs finish

==> results.txt <==
Physical implementation

The stat command in Yosys gives a chip area of 4454 um^2. The total of warnings raised by yosys is 1. For this configuration, the core starts out at a cell density of 30.65%. According to the timing report, the data required time at the worst endpoint equals 3.85 ns. The register share after synthesis is 58.99%. The horizontal die dimension reported for this design is 123.9 um.

Per the CTS log, the root buffer master is clkbuf_16. According to the timing report, the arrival time at the worst endpoint equals 2.33 ns. The final critical delay including setup and external delays is 2.079 ns. The static leakage power is 2.199 nW. After synthesis the cells add up to 4454 um^2. The worst setup path is launched from an input pin. For the final routed database, the setup TNS stands at 0 ns.

The kind of end point of the critical path is a flip-flop. The transition time recorded at the tightest slew-check pin is 0.8344 ns. The share of total power in sequential cells is 52.7%. The number of global-route vias before repair is 2962. In this run the power spent charging and discharging nets is 499.9 uW. The cell family contributing the most delay on the critical path is buffers and inverters. After the first detailed-routing iteration, the DRC count stood at 134. The type of the worst setup path is in -> reg. The count of unique library cells instantiated by Yosys is 18. The detailed router placed 2988 vias in this run. After floorplanning, the core was divided into 44 placement rows. Setup repair after global routing left no endpoint under its margin. Once detail routing completed, the nets flagged for antenna violations numbered 0. The routed design ends up with an antenna cell count of 0.

The run reported a max-capacitance violation count of 0. The insertion delay of the later-clocked pin in the worst-skew pair is 0.34 ns. The number of max-slew violations in the final report is 0. The final routed wire length divided by cell count is 13.84 um. Checking max transition, the worst relative margin is 44.25%. The top-level I/O count is 72.

In this run, the clock network consumes 42.8% of the power. The number of buffers on the longest clock path is 2. The share of the clock period used by the worst path is 57.74%. For reference, the clock transition at the flip-flops on the worst setup and hold paths is 0.07 ns.

The clock skew is 0.005771 ns. The detailed-route DRC error count is 0. The post-route total power is 2.266 mW. The highest clock rate this design can be run at is 0.4811 GHz. The setup fix buffers added after clock tree synthesis is 0. Per the run report, area growth between synthesis and finish was 23.74%. The highest-delay cell along the critical path is nand2b_1.

The area after detailed placement is 5218 um^2. After global routing the overflow that remains totals 0. Endpoints failing hold in the final report were tallied at 0. The post-CTS resize count is 0. The final HPWL from detailed placement is 5736 um. The relative contribution of combinational cells to total power is 4.5%.

The total die size is 15340 um^2. The maximum number of pins on one net before global-route repair is 62. After floorplanning, the core was sized to cover 14530 um^2. The TritonCTS clock tree is done.

The most critical hold endpoint after final layout shows a slack of 0.3801 ns. In this run the VDD rail shows a maximum IR drop of 0.0003046 V. After synthesis, the mean cell area works out to 10.89 um^2. The count of hold-fix buffers inserted at cts is 0. The total tool warning count is 25. After routing the design area is 5512 um^2. The number of antenna violations at the first check in global routing is 0.

The largest fanout on the critical path is 18. The height of the die is 123.9 um. As logged by OpenROAD, the buffers inserted on ports number 71.

For reference, the critical path cell chain is clkdlybuf4s50_1 -> nand2b_1 -> buf_4 -> nand2_1 -> a21boi_0. The post-route utilization of the core is recorded as 37.92%. The total length of routed wires is 9066 um.

The final RePlAce weighted congestion is 0.7417. The aggregate global-route resource usage is 13.16%. The first global-routing pass estimated 15300 um of wire. Power spread over the standard cell area amounts to 411.1 nW/um^2. The clock drives 105 sinks. The number of buffer and inverter stages on the critical path is 2.

The internal power of the cells is 1.766 mW. The post-synthesis cell count from yosys is 409. The clock tree synthesis step divided the H-tree into 3 levels. The number of setup violations in the final report is 0. The tightest min-delay check is of the in -> async type. The via density per instance is 4.562. According to the report, the first pass of detailed routing completed in 13 iterations. The fraction of final layout cells with drive strength greater than 1 is 5.732%. The largest single stage delay on the critical path is 0.55 ns.

After synthesis the netlist holds a flip-flop and latch count of 105. The run finished with clean final reports. The number of clock buffers added by TritonCTS is 9.

Synthesis produced 409 cells. The net switching fraction of the power is 22.07%.
[placed cells by master, fill, tap and decap left out, types with 2 or more instances in the layout]
cell / instances
buf_4: 4
dfrtp_1: 104
nand2_1: 130
clkbuf_16: 9
inv_6: 2
a21boi_1: 58
clkdlybuf4s50_1: 69
nand2b_1: 2
a31o_2: 2
a21boi_0: 6
a22oi_1: 2
nor2b_1: 35
nor2b_4: 2
nor2_1: 4
clkinv_2: 2
mux2i_1: 32
[worst reg2reg max path: cells and delay by family (launching register included)]
family                 cells  cell delay [ns]
and+or+nand+nor            2             0.67
AOI/OAI and AO/OA          1             0.16
DFF                        1             0.42
buffers and inverters      1             0.34
[flip-flops by register name, indices dropped and copies added, names as in the netlist]
signal                                    cells
shift_register                               32
fifo_right_data                              32
first_bclk_falling_after_lrclk_rising_r       3
bclk_delayed                                  1
first_bclk_falling_after_lrclk_falling_r      3
fifo_write                                    1
fifo_left_data                               32
lrclk_delayed                                 1
[power by group through the flow]
stage / clock network, mW / registers, mW / logic (mW)
CTS: 0.999 / 1.19 / 0.107
global route: 1.05 / 1.19 / 0.117
finish: 0.970 / 1.19 / 0.103
[metal layers]
| metal | vias up | part of all wire [%] | GRT usage, % |
|---|---|---|---|
| li1 | 1440 | - | - |
| met3 | 5 | 4.7 | 2.477 |
| met2 | 66 | 48 | 21.32 |
| met1 | 1477 | 47 | 19.84 |
| met5 | - | 0 | 0 |
| met4 | 0 | 0.71 | 0.8283 |
[path summary, 6_finish.rpt]
check / startpoint / end / slack, ns / cells past startpoint
max: bclk / shift_register[23] / 1.52 / 5
min: reset_n / fifo_left_data[29] / 0.38 / 1
max reg2reg: bclk_delayed / shift_register[23] / 1.92 / 4
min reg2reg: fifo_right_data[4] / fifo_right_data[4] / 0.52 / 2
max in group asynchronous: reset_n / fifo_right_data[11] / 2.49 / 2
min in group clk0: fifo_right_data[4] / fifo_right_data[4] / 0.52 / 2
[cells by family (layout without fill, tap and decap cells)]
logic type / after synthesis / in the layout / share of synthesized area [%]
flip-flops: 105 / 105 / 58.99
AND/OR/NAND/NOR: 175 / 175 / 17.22
buffers and inverters: 29 / 91 / 5.084
AND-OR/OR-AND: 68 / 68 / 11.52
multiplexers: 32 / 32 / 7.191
[synth_stat cells (all sizes together)]
cell,number,area (um^2)
and3,1,6.260
nand2b,2,12.51
nand2,130,488.0
nor2b,37,234.0
clkbuf,7,27.52
or2b,1,11.26
a21boi,64,480.5
buf,22,198.9
mux2i,32,320.3
dfrtp,105,2628
a22oi,2,15.01
nor2,4,15.01
a31o,2,17.52
[through the flow]
stage          worst slack [ns]  instances
3_3_place_gp              1.244        639
6_report                  1.521        655
3_5_place_dp              1.168        639
5_1_grt                   1.369        655
2_1_floorplan             2.201        409
4_1_cts                   1.488        655
[final cells by class]
class | instances | area [um^2]
Multi-Input combinational cell | 275 | 1613
Clock inverter | 6 | 65.06
Tap cell | 184 | 230.2
Timing Repair Buffer | 75 | 745.7
Sequential cell | 105 | 2629
Clock buffer | 10 | 229.0
Fill cell | 1402 | 9022
Power figures rest on the tool's default switching activity, not on a simulated workload.
