===== /design/flow/design.v =====
module i2s_output_apb (
	input wire			clk,  
	input wire			reset_n,  
	input wire	[4:0]	paddr,  
	input wire			penable,  
	input wire			pwrite,	 
	input wire 	[31:0]	pwdata,  
	input wire			psel,  
	output reg	[31:0]	prdata,  
	output wire			pready,  
	output wire	[63:0]	playback_fifo_data,
	input wire			playback_fifo_read,
	output wire			playback_fifo_empty,
	output wire			playback_fifo_full,
	input wire			playback_fifo_clk,
	output reg			playback_dma_req,
	input wire			playback_dma_ack,
	output wire			playback_dma_enable,
	input wire	[63:0]	capture_fifo_data,
	input wire			capture_fifo_write,
	output wire			capture_fifo_empty,
	output wire			capture_fifo_full,
	input wire			capture_fifo_clk,
	output reg			capture_dma_req,
	input wire			capture_dma_ack,
	output wire			capture_dma_enable
);
	wire			wr_fifo_write;
	wire			wr_fifo_clear;
	reg		[31:0]	wr_fifo_data;
	wire			wr_fifo_empty;
	wire			wr_fifo_full;
	wire	[3:0]	wr_fifo_used;
	wire			rd_fifo_read;
	wire			rd_fifo_clear;
	wire	[31:0]	rd_fifo_data;
	wire			rd_fifo_empty;
	wire			rd_fifo_full;
	wire	[3:0]	rd_fifo_used;
	reg		[31:0]	cmd_reg;
	reg		[31:0]	sts_reg;
	wire			data_sel = psel && (paddr == 0);
	wire			sts_sel = psel && (paddr == 4);  
	wire			cmd_sel = psel && (paddr == 8);
	always @(posedge clk or negedge reset_n)
	begin
		if (~reset_n)
		begin
			wr_fifo_data <= 0;
			cmd_reg <= 0;
		end
		else
		begin
			if (data_sel & pwrite & ~penable)  
				wr_fifo_data <= pwdata;
			else if (data_sel & ~pwrite & ~penable)  
				prdata <= rd_fifo_data;
			else if (sts_sel & ~pwrite & ~penable)  
				prdata <= sts_reg;
			else if (cmd_sel & pwrite & penable)  
				cmd_reg <= pwdata;
			else if (cmd_sel & ~pwrite & ~penable)  
				prdata <= cmd_reg;
			else
			begin
				cmd_reg[0] <= 0;  
				cmd_reg[2] <= 0;  
			end
		end
	end
	always @(posedge clk or negedge reset_n)
	begin
		if (~reset_n)
		begin
			sts_reg <= 0;
		end
		else
		begin
			sts_reg[0] <= wr_fifo_empty;
			sts_reg[1] <= wr_fifo_full;
			sts_reg[2] <= playback_dma_enable;
			sts_reg[3] <= playback_dma_req;
			sts_reg[4] <= playback_dma_ack;
			sts_reg[7:5] <= 3'b0;
			sts_reg[12:8] <= wr_fifo_used;
			sts_reg[15:13] <= 3'b0;
			sts_reg[16] <= rd_fifo_empty;
			sts_reg[17] <= rd_fifo_full;
			sts_reg[18] <= capture_dma_enable;
			sts_reg[19] <= capture_dma_req;
			sts_reg[20] <= capture_dma_ack;
			sts_reg[23:21] <= 3'b0;
			sts_reg[28:24] <= rd_fifo_used;
			sts_reg[31:29] <= 3'b0;
		end
	end
	always @(posedge clk or negedge reset_n)
	begin
		if (~reset_n)
		begin
			playback_dma_req <= 0;
		end
		else
		begin
			if (playback_dma_ack)
				playback_dma_req <= 0;
			else
				playback_dma_req <= playback_dma_enable & ~wr_fifo_full;
		end
	end
	always @(posedge clk or negedge reset_n)
	begin
		if (~reset_n)
		begin
			capture_dma_req <= 0;
		end
		else
		begin
			if (capture_dma_ack)
				capture_dma_req <= 0;
			else
				capture_dma_req <= capture_dma_enable & ~rd_fifo_empty;
		end
	end
	assign wr_fifo_write = data_sel & pwrite & penable;  
	assign wr_fifo_clear = cmd_reg[0];
	assign playback_dma_enable = cmd_reg[1];
	assign rd_fifo_read = data_sel & ~pwrite & penable;  
	assign rd_fifo_clear = cmd_reg[2];
	assign capture_dma_enable = cmd_reg[3];
	assign pready = penable;  
endmodule

===== /design/flow/run.sh =====
#!/bin/bash
# OpenROAD 26Q1-2900-gdf79404cd8, Yosys 0.63+post, stock flow scripts
make -C /OpenROAD-flow-scripts/flow DESIGN_CONFIG=/design/flow/config.mk WORK_HOME=/design/flow/orfs finish

===== /design/flow/config.mk =====
export PLATFORM = sky130hd
export DESIGN_NAME = i2s_output_apb
export DESIGN_NICKNAME = i2s_output_apb
export VERILOG_FILES = /design/flow/design.v
export SDC_FILE = /design/flow/constraint.sdc
export NUM_CORES = 4
export LEC_CHECK = 1
export CORE_UTILIZATION = 30

===== /design/flow/constraint.sdc =====
current_design i2s_output_apb

set clk_period 1.8
set clk_io_pct 0.2

create_clock -name clk0 -period $clk_period [get_ports {clk}]

set non_clock_inputs [all_inputs -no_clocks]
set_input_delay [expr $clk_period * $clk_io_pct] -clock clk0 $non_clock_inputs
set_output_delay [expr $clk_period * $clk_io_pct] -clock clk0 [all_outputs]

==> Changelog: implementation <==
### Physical design

- Min-Delay Path Class: in -> async
- LEAKAGE: between 0.0015 and 0.002 uW
- Cycle use final: 94.1%
- Core footprint: 10400 sq um
- Worst EP arrival: 1330 ps
- Ranking of synthesized cells by area: edfxtp_1 30%, dfrtp_1 28%, buf_4 16%
- Drt initial violations: 17
- Std cell rows: 37
- Data required, critical path: 1440 ps
- Startpoint Class: primary input
- Placer Congestion: 0.677
- CTS Sinks: 68
- Worst-path cell with the longest stage delay: clkdlybuf4s50_1
- Setup TNS: 0 ps
- Initial antenna violation count: 0
- Bufs and invs on worst path: 2
- EDFF count, synth: 32
- Global Route Usage Sum: a little under a tenth
- CTS root buf: clkbuf_8
- Critical Path Max Stage Delay: 500 ps
- WL final: roughly 5300 um
- Chip Area, Yosys: 3240 sq um
- Die X: ~110 um
- CTS tree: built
- Cell Pwr Density: between 700 and 800 nW/um^2
- GRT overflow: 0
- Crit path kind: in -> out
- Count of tool warnings: about 93
- # DRC: 0
- Main flop type: dfrtp_1
- Netlist cell types: 21
- Async set-reset flop share out of synthesis: 52.9%
- Antenna viol nets, final: 0
- Post-Layout Cell Count: 456
- Cts bufs inserted: 9
- FP Util: roughly 31%
- Setup violators final: 0
- FMAX: just under 0.6 GHz
- Worst setup EP type: output port
- Core Util, Final: approximately two fifths
- CP top delay family: buffers and inverters
- Worst-Skew Late Latency: around 330 ps
- First-pass GRT wire length: 7890 um
- Unrepaired setup endpoints after global routing: false
- # Cells Yosys: 220
- First-pass DRT Iterations: 2
- Max-area cell share: between 20 and 30%
- I/O Pins: 217
- Max Transition Viols Final: 0
- Setup Skew: 8.32 ps
- CP Cell Sequence: clkdlybuf4s50_1, clkdlybuf4s50_1
- Count leader, synth: buf_4
- Chip Area: 11200 sq um
- H-tree depth: 3
- P&R area growth vs syn: 30.6%
- CTS max path bufs: 2
- Final hold vios: 0
- Ant diodes: 0
- Syn Area/Cell: roughly 15 sq um
- Via density: 3.70
- Synth flops: 68
- Most used cell, CP: clkdlybuf4s50_1
- Status: complete, no violations
- Sequential share of the synthesized area: 57.4%
- Max FO, Critical Path: 3
- Die span in y: 106 um
- DP Cell Count: 436
- DP HPWL: ~3600 um
- Max cap viols: 0
- Share of cells above drive strength 1: 21.9%
- Largest net degree at the start of global routing: 37
- VDD IR max: 0.000247 V
- Clock-pin slew on the worst setup and hold paths: 80 ps
- Synth area leader: edfxtp_1
- Vias in the first global route: 1576
- Top cells by count: 71 x buf_4, 36 x dfrtp_1, 32 x edfxtp_1, 28 x and2_1, 28 x mux2_4
- Syn Std Cell Area: between 3000 and 4000 sq um
- Hold Buf Count CTS: 0
- Drt wl/cell: 11.7 um
- Fin crit period: 1690 ps
- Yosys warnings: 113
- Via total after detailed routing: ~1700
- Cell count after synthesis: 220
- Port Buffers: about 78
## placed cells by master (no fill, tap or decap), drive strengths merged
master	n
and3	1
clkbuf	11
edfxtp	32
nor3	1
a32o	2
nand2	1
and4	1
a211oi	1
dlymetal6s2s	2
nor2b	1
and2	28
or2	1
conb	70
clkinv	6
buf	14
nor4b	2
clkdlybuf4s50	75
dfrtp	36
mux2	34
bufinv	1
## repair_timing
item / in CTS / in global routing
cloned: 0 / 2
pin swaps: 0 / 2
endpoints found under the hold margin: 0 / 0
endpoints found under the setup margin: 2 / 22
gates resized: 1 / 4
setup buffers: 0 / 2
## where the power goes
part | switching [uW] | leakage (uW) | internal [uW]
logic | 73.0 | 0.000983 | 198
registers | 27.8 | 0.000777 | 1700
clock network | 561 | 0.000103 | 634
## cell families after synthesis
group | count (synthesis) | synth area share (%)
muxes | 34 | 15.0
DFF | 68 | 57.4
other | 1 | 0.116
buffers and inverters | 78 | 19.0
and+or+nand+nor | 36 | 7.56
AOI/OAI and AO/OA | 3 | 0.849
## layout make-up
class | instances | area (sq um)
Timing Repair Buffer | 93 | 986
Fill cell | 981 | 6180
Multi-Input combinational cell | 143 | 1030
Clock inverter | 7 | 67.6
Sequential cell | 68 | 1860
Clock buffer | 9 | 124
Tap cell | 136 | 170
## through the flow
| step | setup WS, ps | total power [uW] | instance area [sq um] | hold WS (ps) |
|---|---|---|---|---|
| after floorplan | 163 | 1980 | 3500 | 64.4 |
| after detailed placement | -365 | 2030 | 3970 | 414 |
| final | 106 | 3190 | 4240 | 106 |
| after global placement | -354 | 2030 | 3970 | 418 |
| after global routing | 42.3 | 3350 | 4240 | 130 |
| after CTS | 48.3 | 3250 | 4160 | 101 |
## path summary, 6_finish.rpt
| check | endpoint | startpoint | slack (ps) | cells past startpoint |
|---|---|---|---|---|
| min reg2reg | sts_reg[2] | cmd_reg[1] | 430 | 0 |
| min | cmd_reg[0] | reset_n | 110 | 2 |
| max in group asynchronous | cmd_reg[22] | reset_n | 1360 | 2 |
| max reg2reg | prdata[2] | cmd_reg[2] | 900 | 1 |
| max | pready | penable | 110 | 2 |
| min in group clk0 | sts_reg[2] | cmd_reg[1] | 430 | 0 |
## routing by layer
| metal | wire (um) | track usage (%) | vias to the layer above |
|---|---|---|---|
| li1 | - | - | 801 |
| met1 | 2420 | 14.3 | 780 |
| met2 | 2420 | 14.5 | 98 |
| met3 | 409 | 2.00 | 6 |
| met4 | 77 | 1.59 | 0 |
| met5 | 0 | 0 | - |
No activity file was given, so power comes from the tool's default toggle rates.
