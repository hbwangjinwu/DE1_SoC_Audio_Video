`flow/config.mk`:
```
export PLATFORM = sky130hd
export DESIGN_NAME = i2s_clkctrl_apb
export DESIGN_NICKNAME = i2s_clkctrl_apb
export VERILOG_FILES = /design/flow/design.v
export SDC_FILE = /design/flow/constraint.sdc
export NUM_CORES = 4
export LEC_CHECK = 1
export CORE_UTILIZATION = 40
```
`flow/constraint.sdc`:
```
current_design i2s_clkctrl_apb

set clk_period 5.9
set clk_io_pct 0.2

create_clock -name clk0 -period $clk_period [get_ports {clk}]
create_clock -name clk1 -period $clk_period [get_ports {clk_44}]
create_clock -name clk2 -period $clk_period [get_ports {clk_48}]

set non_clock_inputs [all_inputs -no_clocks]
set_input_delay [expr $clk_period * $clk_io_pct] -clock clk0 $non_clock_inputs
set_output_delay [expr $clk_period * $clk_io_pct] -clock clk0 [all_outputs]
```
`flow/design.v`:
```
module i2s_clkctrl_apb (
	input				clk,  
	input				reset_n,  
	input		[4:0]	paddr,  
	input				penable,  
	input				pwrite,	 
	input 		[31:0]	pwdata,  
	input				psel,  
	output reg	[31:0]	prdata,  
	output				pready,  
	input				clk_48,  
	input				clk_44,
	input				ext_bclk,
	input				ext_playback_lrclk,
	input				ext_capture_lrclk,
	output				master_slave_mode,  
	output				clk_sel_48_44,  
	output				mclk,
	output				bclk,
	output				playback_lrclk,
	output				capture_lrclk
);
	reg [31:0]		cmd_reg1;
	wire			cmd_sel1 = psel && (paddr == 0);
	reg [31:0]		cmd_reg2;
	wire			cmd_sel2 = psel && (paddr == 4);
	assign 			master_slave_mode = cmd_reg1[0];  
	assign			clk_sel_48_44 = cmd_reg1[1];  
	wire			cmd_reg2_wr = cmd_sel2 & pwrite & penable;
	always @(posedge clk or negedge reset_n)
	begin
		if (~reset_n)
		begin
			cmd_reg1 <= 0;
			cmd_reg2 <= 0;
		end
		else
		begin
			if (cmd_sel1 & pwrite & penable)  
				cmd_reg1 <= pwdata;
			else if (cmd_sel1 & ~pwrite & ~penable)  
				prdata <= cmd_reg1;
			if (cmd_reg2_wr)  
				cmd_reg2 <= pwdata;
			else if (cmd_sel2 & ~pwrite & ~penable)  
				prdata <= cmd_reg2;
		end
	end
	wire mclk48;
	wire bclk48;
	wire playback_lrclk48;
	wire capture_lrclk48;
	audio_clock_generator playback_gen48 (
		.clk		(clk_48),
		.reset_n	(reset_n),
		.cmd_reg1	(cmd_reg1),
		.cmd_reg2	(cmd_reg2),
		.mclk		(mclk48),
		.bclk		(bclk48),
		.lrclk_clear(cmd_reg2_wr),
		.lrclk1		(playback_lrclk48),
		.lrclk2		(capture_lrclk48)
	);
	wire mclk44;
	wire bclk44;
	wire playback_lrclk44;
	wire capture_lrclk44;
	audio_clock_generator playback_gen44 (
		.clk		(clk_44),
		.reset_n	(reset_n & ~cmd_reg2_wr),
		.cmd_reg1	(cmd_reg1),
		.cmd_reg2	(cmd_reg2),
		.mclk		(mclk44),
		.bclk		(bclk44),
		.lrclk_clear(cmd_reg2_wr),
		.lrclk1		(playback_lrclk44),
		.lrclk2		(capture_lrclk44)
	);
	assign mclk = clk_sel_48_44 ? mclk44 : mclk48;
	assign bclk = master_slave_mode
		? (clk_sel_48_44 ? bclk44 : bclk48)
		: ext_bclk;
	assign playback_lrclk = master_slave_mode
		? (clk_sel_48_44 ? playback_lrclk44 : playback_lrclk48)
		: ext_playback_lrclk;
	assign capture_lrclk = master_slave_mode
		? (clk_sel_48_44 ? capture_lrclk44 : capture_lrclk48)
		: ext_capture_lrclk;
	assign pready = penable;  
endmodule
module audio_clock_generator (
	input			clk,
	input			reset_n,
	input	[31:0]	cmd_reg1,
	input	[31:0]	cmd_reg2,
	output			mclk,
	output			bclk,
	input			lrclk_clear,
	output			lrclk1,
	output			lrclk2
);
	wire [7:0]		mclk_divisor = cmd_reg1[31:24];  
	wire [7:0]		bclk_divisor = cmd_reg1[23:16];  
	wire [7:0]		lrclk1_divisor = cmd_reg2[15:8];  
	wire [7:0]		lrclk2_divisor = cmd_reg2[7:0];  
	clk_divider #(.N(8)) mclk_divider (
		.clk		(clk),
		.reset_n	(reset_n),
		.max_count	(mclk_divisor),
		.q			(mclk)
	);
	clk_divider #(.N(8)) bclk_divider (
		.clk		(clk),
		.reset_n	(reset_n),
		.max_count	(bclk_divisor),
		.q			(bclk)
	);
	clk_divider #(.N(12)) lrclk1_divider (
		.clk		(clk),
		.reset_n	(reset_n & ~lrclk),
		.max_count	({lrclk1_divisor, 4'b1111}),
		.q			(lrclk1)
	);
	clk_divider #(.N(12)) lrclk2_divider (
		.clk		(clk),
		.reset_n	(reset_n & ~lrclk_clear),
		.max_count	({lrclk2_divisor, 4'b1111}),
		.q			(lrclk2)
	);
endmodule
module clk_divider #(parameter N = 8) (
	input			clk,
	input			reset_n,
	input	[N-1:0]	max_count,
	output reg		q
);
	reg [N-1:0] counter;
	always @(posedge clk or negedge reset_n)
	begin
		if (~reset_n)
		begin
			q <= 0;
			counter <= 0;
		end
		else
		begin
			if (counter == max_count)
			begin
				counter <= 0;
				q <= ~q;
			end
			else
				counter <= counter + 1;
		end
	end
endmodule
```
`flow/run.sh`:
```
#!/bin/bash
# OpenROAD 26Q1-2900-gdf79404cd8, Yosys 0.63+post, stock flow scripts
make -C /OpenROAD-flow-scripts/flow DESIGN_CONFIG=/design/flow/config.mk WORK_HOME=/design/flow/orfs finish
```
==> results.txt <==
Implementation results.

The die outline width is 137 microns. Setup repair after global routing left no endpoint under its margin. The script logs the mean routed wire length per placed instance as 17.5 microns. The count of port buffers added during placement is 83.

The run finished with clean final reports. The kind of critical path is in -> out. The number of global-route vias before repair was a little under 5000. The total power after layout is 3.19 mW.

The worst hold path begins at playback_gen48.lrclk2_divider.q$_DFFE_PN0N_. The core region is 17500 sq um. In this run, synthesis produced a sequential element count of 158. The initial antenna violation count is 0. The number of hold-repair buffers added at the cts stage is 0. The die is between 100 and 150 microns tall. The max-cap check violation count is 0. In this run the critical register-to-register path is launched from playback_gen44.lrclk2_divider.counter[0]$_DFF_PN0_. The final count of pins violating max slew is 0. The number of antenna repair diodes is 0. The worst-case clock skew is 0.00537 ns.

The layout summary lists the proportion of cells stronger than drive strength 1 as 0.224. The clock sink count is 158. The placed instances occupy a cell area of 8310 sq um. Yosys stat counts 565 cells in the synthesized netlist.

Power spread over the standard cell area amounts to 357 nW/um^2. The arrival time reported for the critical path endpoint is 2.25 ns. The number of unique standard cell types used by synthesis is 32. Per the log, the first TritonRoute iteration ended with a DRC count of around 160. The mean instance size in the synthesized netlist is 12.8 sq um.

The synthesized chip area reported by yosys is 7250 sq um. The first global-routing pass estimated 25000 microns of wire. Per the power-grid run, VDD falls by no more than 0.215 mV. Entering global routing, the biggest net connects ~44 pins. The mapped netlist covers 7250 sq um. The fraction of the core area occupied by cells at floorplan is 0.415. Summing all non-filler instances in the final layout gives an area of 8950 sq um. The post-cts repair resize count is 0. For reference, the top cells by area after synthesis are sky130_fd_sc_hd__dfrtp_1, sky130_fd_sc_hd__edfxtp_1, sky130_fd_sc_hd__mux2_2, sky130_fd_sc_hd__xnor2_1, sky130_fd_sc_hd__o221a_2. The via count normalized by instance count is 5.27. The routability-driven placement congestion ratio is between 0.8 and 0.9. Headroom to the max-slew limit came out at 0.546.

The clock-pin slew on the worst setup and hold paths is ~0.050 ns. The dominant cell type by area after synthesis is sky130_fd_sc_hd__dfrtp_1. The CTS tree is done. In the hold timing report, the worst path depth is 1. The relative area change from synthesis to final layout is 23.5%.

The leakage component of the power was reported as 3.84 nW. In the post-route report, total wirelength is listed as 15500 microns. The worst reg-to-reg setup slack is 3.92 ns. Leaving out fill and tap cells, the most frequent cells in the layout are sky130_fd_sc_hd__dfrtp_1, sky130_fd_sc_hd__clkdlybuf4s50_1, sky130_fd_sc_hd__mux2_2, sky130_fd_sc_hd__xnor2_1, sky130_fd_sc_hd__nor2_1. Of all nets on the critical path, the largest fanout is 1. The number of top-level pins is 86. The chip occupies between 15000 and 20000 sq um. The all-layer global routing usage is 0.185. The tool warning count is 26.

Of the post-synthesis cell area, the dominant cell type holds 0.435. The kind of path behind the tightest hold check is reg -> reg. The wire-length estimate of the detail-placed layout is just over 10000 microns. Adding up every negative setup slack in the final design gives 0 ns. The routed layout has about 4700 vias. The initialized floorplan defines 48 standard-cell rows.

Counting the warning lines in the Yosys log gives 6. The script parses the final routing iteration and logs DRC violations as 0. The worst setup path is captured at a primary output.

At the end of the flow the core is filled with cells to 0.512. The count of endpoints failing hold in the final timing report is 0. The post-CTS repair timing setup buffer count is 0. The worst-case reg-to-reg path depth is 5. The count of endpoints failing setup in the final report is 0.

According to the timing report, the data required time at the worst endpoint equals 4.72 ns. The area of the multi-input gates is 2990 sq um. The slew of the pin with the lowest slew margin is 0.675 ns. Across the whole layout, storage elements account for just over 4000 sq um. The tally of filler cells in the layout is 1428. The worst reg2reg path endpoint is playback_gen44.lrclk2_divider.q$_DFFE_PN0N_. The synthesized instance count is 565. The overall overflow remaining after global route is 0.

By instance count after routing, the leading logic cell type is sky130_fd_sc_hd__dfrtp_1. For this run, the detailed router's first-pass iteration total came to 4. Looking at the hold checks, the worst path lands on playback_gen48.lrclk2_divider.q$_DFFE_PN0N_. For this run, the register share of the synthesized area comes to 0.567. The type of element launching the critical path is a primary input.

Nets still carrying antenna violations after routing amount to 0.
through the flow:
step | hold slack, ns | setup slack (ns) | instances
floorplan | 0.436 | 2.80 | 565
global placement | 0.453 | 2.46 | 860
detailed placement | 0.455 | 2.48 | 860
CTS | 0.467 | 2.47 | 890
global route | 0.492 | 2.36 | 890
finish | 0.463 | 2.47 | 890
synthesized netlist by cell type, drive strengths merged:
cell / count
o221a: 32
dfrtp: 126
nor3: 6
xor2: 37
a21oi: 2
buf: 12
mux2: 65
and3: 10
or3: 33
nand2: 3
nor2: 62
nand3: 31
and2: 2
nor2b: 7
mux2i: 2
edfxtp: 32
xnor2: 61
ha: 6
nor4: 4
clkbuf: 11
nand4b: 1
inv: 6
nand4: 14
state kept, by name, indices dropped and copies added, names as in the netlist:
register / flops
playback_gen44.mclk_divider.q: 1
playback_gen48.mclk_divider.q: 1
playback_gen48.lrclk2_divider.counter: 12
playback_gen44.lrclk2_divider.q: 1
prdata: 32
playback_gen48.lrclk2_divider.q: 1
playback_gen44.lrclk2_divider.counter: 12
cmd_reg1: 32
playback_gen44.mclk_divider.counter: 8
playback_gen44.bclk_divider.q: 1
playback_gen48.bclk_divider.counter: 8
cmd_reg2: 32
playback_gen48.bclk_divider.q: 1
playback_gen44.bclk_divider.counter: 8
playback_gen48.mclk_divider.counter: 8
critical path, cell delays in order:
cell and delay (ns):
sky130_fd_sc_hd__clkdlybuf4s50_1 0.45, sky130_fd_sc_hd__nor2_1 0.04, sky130_fd_sc_hd__a21oi_1 0.11, sky130_fd_sc_hd__clkdlybuf4s50_1 0.47
layout make-up:
cell class,instances,area share
Sequential cell,158,0.459
Tap cell,225,0.0314
Multi-Input combinational cell,378,0.334
Timing Repair Buffer,93,0.101
Clock buffer,21,0.0551
Clock inverter,9,0.0170
Inverter,6,0.00252
how the worst max path moves through the flow:
stage                  from            end  slack, ns  cells after the start
4_1_cts   ext_capture_lrclk  capture_lrclk       2.47                      4
5_1_grt   ext_capture_lrclk  capture_lrclk       2.36                      4
6_report  ext_capture_lrclk  capture_lrclk       2.47                      4
kinds of logic after synthesis:
family / count (synthesis) / synth area share
AOI/OAI and AO/OA: 34 / 0.0511
buffers and inverters: 29 / 0.0209
muxes: 67 / 0.104
DFF: 158 / 0.567
xor gates and xnor gates: 98 / 0.118
and+or+nand+nor: 173 / 0.128
adders and majority gates: 6 / 0.0104
where the power goes:
part,switching (mW),total [mW],internal [mW],leakage [nW]
logic,0.225,0.521,0.295,1.52
clock network,0.426,1.20,0.776,0.319
registers,0.190,1.47,1.28,2.00
per-layer routing:
metal / track usage / share of wire / wire length, microns / up-vias
met3: 0.0540 / 0.052 / 807 / 21
li1: - / - / - / 2196
met2: 0.282 / 0.47 / 7310 / 120
met1: 0.281 / 0.46 / 7150 / 2351
met4: 0.0259 / 0.017 / 266 / 0
met5: 0 / 0 / 0 / -
Power figures rest on the tool's default switching activity, not on a simulated workload.
